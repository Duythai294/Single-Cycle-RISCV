==> flow/config.mk <==
export PLATFORM = sky130hd
export DESIGN_NAME = RISCV_Single_Cycle
export DESIGN_NICKNAME = RISCV_Single_Cycle
export VERILOG_FILES = /design/flow/design.v
export SDC_FILE = /design/flow/constraint.sdc
export NUM_CORES = 4
export LEC_CHECK = 1
export CORE_AREA = 10 10 104 104
export DIE_AREA = 0 0 114 114
export SYNTH_MEMORY_MAX_BITS = 65536
==> flow/constraint.sdc <==
current_design RISCV_Single_Cycle

set clk_period 4.1
set clk_io_pct 0.2

create_clock -name clk0 -period $clk_period [get_ports {clk}]
create_clock -name clk1 -period $clk_period [get_ports {rst_n}]

set non_clock_inputs [all_inputs -no_clocks]
set_input_delay [expr $clk_period * $clk_io_pct] -clock clk0 $non_clock_inputs
set_output_delay [expr $clk_period * $clk_io_pct] -clock clk0 [all_outputs]
==> flow/design.v <==
module ALU (
    input [31:0] in1,
    input [31:0] in2,
    input [3:0] alu_op,
    output reg [31:0] alu_result,
    output reg zero
);
    always @(*) begin
        case (alu_op)
            4'b0000: alu_result = in1 + in2;  
            4'b0001: alu_result = in1 - in2;  
            4'b0010: alu_result = in1 & in2;  
            4'b0011: alu_result = in1 | in2;  
            4'b0100: alu_result = in1 ^ in2;  
            4'b0101: alu_result = in1 << in2[4:0];  
            4'b0110: alu_result = in1 >> in2[4:0];  
            4'b0111: alu_result = $signed(in1) >>> in2[4:0];  
            4'b1000: alu_result = ($signed(in1) < $signed(in2)) ? 32'h1 : 32'h0;  
            4'b1001: alu_result = (in1 < in2) ? 32'h1 : 32'h0;  
            default: alu_result = 32'd0;
        endcase
        zero = (alu_result == 32'd0);
    end
endmodule
module ControlUnit (
    input [6:0] opcode,
    input [2:0] funct3,
    input [6:0] funct7,
    output reg ctrl_reg_write,
    output reg mem_read,
    output reg mem_write,
    output reg mem_to_reg,
    output reg [3:0] ctrl_alu_op,
    output reg alu_src,
    output reg branch,
    output reg jump,
    output reg [1:0] pc_src
);
    always @(*) begin
        ctrl_reg_write = 1'b0;
        mem_read = 1'b0;
        mem_write = 1'b0;
        mem_to_reg = 1'b0;
        ctrl_alu_op = 4'b0000;
        alu_src = 1'b0;
        branch = 1'b0;
        jump = 1'b0;
        pc_src = 2'b00;
        case (opcode)
            7'b0110011: begin  
                ctrl_reg_write = 1'b1;
                alu_src = 1'b0;
                case ({funct3, funct7})
                    {3'b000, 7'h00}: ctrl_alu_op = 4'b0000;
                    {3'b000, 7'h20}: ctrl_alu_op = 4'b0001;
                    {3'b001, 7'h00}: ctrl_alu_op = 4'b0101;
                    {3'b010, 7'h00}: ctrl_alu_op = 4'b1000;
                    {3'b011, 7'h00}: ctrl_alu_op = 4'b1001;
                    {3'b100, 7'h00}: ctrl_alu_op = 4'b0100;
                    {3'b101, 7'h00}: ctrl_alu_op = 4'b0110;
                    {3'b101, 7'h20}: ctrl_alu_op = 4'b0111;
                    {3'b110, 7'h00}: ctrl_alu_op = 4'b0011;
                    {3'b111, 7'h00}: ctrl_alu_op = 4'b0010;
                endcase
            end
            7'b0010011: begin  
                ctrl_reg_write = 1'b1;
                alu_src = 1'b1;
                case (funct3)
                    3'b000: ctrl_alu_op = 4'b0000;
                    3'b111: ctrl_alu_op = 4'b0010;
                    3'b110: ctrl_alu_op = 4'b0011;
                    3'b100: ctrl_alu_op = 4'b0100;
                    3'b001: ctrl_alu_op = 4'b0101;
                    3'b101: ctrl_alu_op = (funct7 == 7'h00) ? 4'b0110 : 4'b0111;
                    3'b010: ctrl_alu_op = 4'b1000;
                    3'b011: ctrl_alu_op = 4'b1001;
                endcase
            end
            7'b0000011: begin  
                ctrl_reg_write = 1'b1;
                mem_read = 1'b1;
                mem_to_reg = 1'b1;
                alu_src = 1'b1;
                ctrl_alu_op = 4'b0000;
            end
            7'b0100011: begin  
                mem_write = 1'b1;
                alu_src = 1'b1;
                ctrl_alu_op = 4'b0000;
            end
            7'b1100011: begin  
                branch = 1'b1;
                ctrl_alu_op = 4'b0001;
                pc_src = 2'b01;
            end
            7'b1101111: begin  
                ctrl_reg_write = 1'b1;
                jump = 1'b1;
                pc_src = 2'b01;
                ctrl_alu_op = 4'b0000;
            end
            7'b1100111: begin  
                ctrl_reg_write = 1'b1;
                jump = 1'b1;
                pc_src = 2'b10;
                ctrl_alu_op = 4'b0000;
                alu_src = 1'b1;
            end
            7'b0110111, 7'b0010111: begin
                ctrl_reg_write = 1'b1;
                alu_src = 1'b1;
                ctrl_alu_op = 4'b0000;
            end
        endcase
    end
endmodule
module DMEM (
    input clk,
    input [31:0] addr,
    input [31:0] mem_write_data,
    input mem_write,
    input mem_read,
    output reg [31:0] mem_read_data
);
    reg [31:0] memory [0:255]; 
    always @(posedge clk) begin
        if (mem_write)
            memory[addr[31:2]] <= mem_write_data;
    end
    always @(*) begin
        if (mem_read)
            mem_read_data = memory[addr[31:2]];
        else
            mem_read_data = 32'd0;
    end
endmodule
module ImmGen (
    input [31:0] instruction,
    output reg [31:0] immediate
);
    always @(*) begin
        case (instruction[6:0])
            7'b0010011, 7'b0000011:  
                immediate = {{20{instruction[31]}}, instruction[31:20]};
            7'b0100011:  
                immediate = {{20{instruction[31]}}, instruction[31:25], instruction[11:7]};
            7'b1100011:  
                immediate = {{19{instruction[31]}}, instruction[31], instruction[7], instruction[30:25], instruction[11:8], 1'b0};
            7'b1101111:  
                immediate = {{11{instruction[31]}}, instruction[31], instruction[19:12], instruction[20], instruction[30:21], 1'b0};
            7'b0110111, 7'b0010111:  
                immediate = {instruction[31:12], 12'h000};
            default: immediate = 32'd0;
        endcase
    end
endmodule
module IMEM (
    input [31:0] addr,
    output [31:0] instruction
);
    reg [31:0] memory [0:255];
    assign instruction = memory[addr[31:2]];
endmodule
module PC (
    input clk,
    input rst_n,
    input [31:0] pc_next,
    input pc_write,
    output reg [31:0] pc_current
);
    always @(posedge clk or negedge rst_n) begin
        if (!rst_n)
            pc_current <= 32'd0;
        else if (pc_write)
            pc_current <= pc_next;
    end
endmodule
module RISCV_Single_Cycle (
    input clk,
    input rst_n,
    output [31:0] PC_out_top,
    output [31:0] Instruction_out_top
);
    wire [31:0] pc_current, pc_next, instruction;
    wire [31:0] immediate, reg_out1, reg_out2;
    wire [31:0] alu_operand2, alu_result, mem_read_data, wb_data;
    wire [31:0] pc_plus_4, branch_target, jalr_target;
    wire ctrl_reg_write, mem_read, mem_write, mem_to_reg;
    wire alu_src, branch, jump, zero;
    wire [3:0] ctrl_alu_op;
    wire [1:0] pc_src;
    wire pc_write;
    assign pc_write = 1'b1;
    assign pc_plus_4 = pc_current + 4;
    assign branch_target = pc_current + immediate;
    assign jalr_target = reg_out1 + immediate;
    assign pc_next = (pc_src == 2'b00) ? pc_plus_4 :
                     (pc_src == 2'b01) ? branch_target :
                     (pc_src == 2'b10) ? jalr_target : pc_plus_4;
    PC pc_inst (
        .clk(clk),
        .rst_n(rst_n),
        .pc_next(pc_next),
        .pc_write(pc_write),
        .pc_current(pc_current)
    );
    IMEM IMEM_inst (
        .addr(pc_current),
        .instruction(instruction)
    );
    ControlUnit ctrl_inst (
        .opcode(instruction[6:0]),
        .funct3(instruction[14:12]),
        .funct7(instruction[31:25]),
        .ctrl_reg_write(ctrl_reg_write),
        .mem_read(mem_read),
        .mem_write(mem_write),
        .mem_to_reg(mem_to_reg),
        .ctrl_alu_op(ctrl_alu_op),
        .alu_src(alu_src),
        .branch(branch),
        .jump(jump),
        .pc_src(pc_src)
    );
    RegisterFile Reg_inst (
        .clk(clk),
        .rst_n(rst_n),
        .rs1(instruction[19:15]),
        .rs2(instruction[24:20]),
        .rd(instruction[11:7]),
        .write_data(wb_data),
        .reg_write(ctrl_reg_write),
        .reg_out1(reg_out1),
        .reg_out2(reg_out2)
    );
    ImmGen immgen_inst (
        .instruction(instruction),
        .immediate(immediate)
    );
    assign alu_operand2 = alu_src ? immediate : reg_out2;
    ALU alu_inst (
        .in1(reg_out1),
        .in2(alu_operand2),
        .alu_op(ctrl_alu_op),
        .alu_result(alu_result),
        .zero(zero)
    );
    DMEM DMEM_inst (
        .clk(clk),
        .addr(alu_result),
        .mem_write_data(reg_out2),
        .mem_write(mem_write),
        .mem_read(mem_read),
        .mem_read_data(mem_read_data)
    );
    assign wb_data = mem_to_reg ? mem_read_data : (jump ? pc_plus_4 : alu_result);
    assign PC_out_top = pc_current;
    assign Instruction_out_top = instruction;
endmodule
module RegisterFile (
    input clk,
    input rst_n,
    input [4:0] rs1,
    input [4:0] rs2,
    input [4:0] rd,
    input [31:0] write_data,
    input reg_write,
    output [31:0] reg_out1,
    output [31:0] reg_out2
);
    reg [31:0] registers [0:31];
    integer i;
    always @(negedge rst_n) begin
        for (i = 0; i < 32; i = i + 1)
            registers[i] <= 32'd0;
    end
    always @(posedge clk) begin
        if (reg_write && rd != 5'b00000)
            registers[rd] <= write_data;
    end
    assign reg_out1 = (rs1 == 5'b00000) ? 32'd0 : registers[rs1];
    assign reg_out2 = (rs2 == 5'b00000) ? 32'd0 : registers[rs2];
endmodule
==> flow/run.sh <==
#!/bin/bash
# OpenROAD 26Q1-2900-gdf79404cd8, Yosys 0.63+post, stock flow scripts
make -C /OpenROAD-flow-scripts/flow DESIGN_CONFIG=/design/flow/config.mk WORK_HOME=/design/flow/orfs finish
==> ds_physical_params.txt <==
Characteristics after synthesis and place and route

Parameter                              Value

Run
  Max-cap viol count .................. 0
  Number of warning messages in the logs .................. 26

Placement
  Final weighted congestion in routability-driven placement .................. 0.753
  Cell area after placement .................. 1930 um^2
  Dpl cells .................. around 280
  Final HPWL from detailed placement .................. 2880 um
  I/O Buffers .................. 30

STA
  Min Hold Slack .................. -0.326 ns
  Setup TNS .................. 0 ns
  Number of slew-limit violations in the final report .................. 0
  # setup viols final .................. 0
  Clock skew .................. 0.00568 ns
  RSZ-0062 raised after global routing .................. no
  Number of endpoints with negative hold slack in the final report .................. 30

CTS
  # hold bufs at CTS .................. 0
  Clk slew on worst S/H paths .................. 0.06 ns
  Post-CTS sizing .................. 0
  Post-CTS setup buffer count .................. 0
  CTS tree .................. built

Synthesis
  Area share of the largest cell type after synthesis .................. ~46%
  Synthesis-stage register bit count .................. 30
  Seq/Total Area, Yosys .................. 46.3%
  Yosys-reported design area after synthesis .................. about 1600 um^2
  Number of cell instances after yosys synthesis .................. 145
  Syn avg cell area .................. around 11 um^2
  Top cells by area, synth .................. dfrtp_1 46%, buf_4 16%, xnor2_1 12%
  Yosys synthesis warning count .................. 6
  Cell type with the largest total area after synthesis .................. dfrtp_1
  Count of different cell masters after synthesis .................. 22
  Cell Area, Synth .................. 1620 um^2
  Synthesized instance count .................. approximately 150

Detailed routing
  Diodes inserted .................. 0
  Routed vias/inst .................. 3.59
  Antenna-violating nets left .................. 0
  Routed wire per std cell .................. around 13 um
  First-pass detailed-route iteration total .................. 4
  Total number of vias .................. ~1,100
  Detailed Route Iter0 Violations .................. ~84
  Post-detailed-route DRC marker count .................. 0
  DRT Wirelength .................. about 3700 um

Worst hold path
  Tightest Hold Check Type .................. clock port to async pin

Setup path
  Data required, critical path .................. around 3.3 ns
  Top cell family by delay on the critical path .................. buffers and inverters
  Type of the worst setup path .................. flop to primary output
  Maximum single-stage delay on the critical path .................. 0.53 ns
  Cell chain of the critical path .................. clkdlybuf4s50_1
  Kind of end point of the critical path .................. primary output
  Worst Setup Start Kind .................. flop
  Data arrival, critical path .................. 1.29 ns
  Cell with the largest stage delay on the worst path .................. clkdlybuf4s50_1
  Maximum fanout encountered on the critical timing path .................. 6
  Number of buffer and inverter instances along the worst setup path .................. 1

Layout
  Largest register by flop count .................. pc_inst.pc_current
  Flip-flop count of the largest register, all copies and words added .................. 30
  Biggest registers after layout .................. pc_inst.pc_current: 30 flops
  Layout-stage area growth over the synthesis result .................. 28.2%
  Post-Layout Cell Count .................. 296
  Layout Cell Area excl Fill .................. 2080 um^2
  Top cells excl fill/tap .................. 34 x conb_1, 30 x clkdlybuf4s50_1, 30 x dfrtp_1
  Fraction of layout cells with a size suffix above 1 .................. 10.6%
  Most frequent standard cell in the layout excluding fill and tap cells .................. conb_1

Global routing
  First-pass GRT wire length .................. 5910 um
  Pin count of the biggest net entering global routing .................. 9
  Vias in the first global route .................. approximately 1,200
  Initial antenna violation count .................. 0
  Overall overflow remaining after global route .................. 0
  Global-route usage over all layers .................. 5.82%

Die
  Die y size .................. 114 um
  Die width .................. around 110 um
  Number of placement rows .................. 34
  Total die size .................. 13,000 um^2
  Effective utilization at floorplan .................. 18.7%
  Core ar. .................. 8680 um^2
  Number of top-level pins .................. 66

Pwr
  Leakage dissipation .................. 0.877 nW
  Worst IR Drop VDD .................. 0.139 mV
  Pwr dens .................. 363 nW/um^2

Run status
  Violated checks .................. negative hold slack
  Result of the run .................. finished with violations
-- metal layers --
layer	part of all wire (%)	up-vias	global-route usage (%)
met1	43	498	6.73
met4	1.4	0	2.09
met3	14	7	5.58
li1	-	508	-
met2	42	51	7.21
met5	0	-	0
-- synth_stat cells, drive strengths merged --
master and count:
buf 34, dfrtp 30, xnor2 22, nand3 15, nand4 12, xor2 6, nand2 5, nor2 5
and3 3, inv 3, nor3 3, nor4 3, and2 1, conb 1, ha 1, nor3b 1
-- metrics by stage --
step | hold WS, ns | util, % | total power [W] | worst slack, ns
6_report | -0.326 | 23.9 | 0.000754 | 1.99
5_1_grt | -0.325 | 23.9 | 0.000829 | 1.93
4_1_cts | -0.321 | 23.9 | 0.000788 | 1.98
3_5_place_dp | -0.296 | 22.2 | 0.000300 | 2.29
3_3_place_gp | -0.296 | 22.2 | 0.000301 | 2.28
2_1_floorplan | -0.296 | - | 0.000320 | 2.66
-- kinds of logic (layout without fill, tap and decap cells) --
| family | count (synthesis) | count (layout) | synth area share, % |
|---|---|---|---|
| buf+inv | 37 | 47 | 16.4 |
| simple gates | 48 | 48 | 21.1 |
| fa+ha+maj | 1 | 1 | 0.771 |
| flops | 30 | 30 | 46.3 |
| xor+xnor | 28 | 28 | 15.1 |
| other cells | 1 | 34 | 0.231 |
-- path summary, 6_finish.rpt --
path	endpoint	depth (start not counted)	startpoint	slack (ns)
min	pc_inst.pc_current[14]	2	rst_n	-0.33
min in group clk0	pc_inst.pc_current[31]	1	pc_inst.pc_current[31]	0.48
max	PC_out_top[19]	1	pc_inst.pc_current[19]	1.99
max reg2reg	pc_inst.pc_current[20]	5	pc_inst.pc_current[2]	2.45
min reg2reg	pc_inst.pc_current[31]	1	pc_inst.pc_current[31]	0.48
max in group asynchronous	pc_inst.pc_current[20]	2	rst_n	4.31
-- power breakdown --
part | internal (W) | switching [W] | leakage [nW]
Sequential | 0.000290 | 0 | 0.419
Clock | 0.000229 | 0.000232 | 0.0774
Combinational | 0 | 0.00000189 | 0.380
-- layout make-up --
cell class              instances  area [um^2]
clock buffers                  12          145
clock inverters                 2         7.51
fillers                       948         6600
inverters                       3         11.3
multi-input cells             111          728
flip-flops and latches         30          751
well taps                     108          135
repair buffers                 30          300
Power figures rest on the tool's default switching activity, not on a simulated workload.
